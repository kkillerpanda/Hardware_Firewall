### /design/flow/config.mk
export PLATFORM = sky130hd
export DESIGN_NAME = arp_spoofing_detector
export DESIGN_NICKNAME = arp_spoofing_detector
export VERILOG_FILES = /design/flow/design.v
export SDC_FILE = /design/flow/constraint.sdc
export NUM_CORES = 4
export LEC_CHECK = 1
export CORE_UTILIZATION = 40
### /design/flow/constraint.sdc
current_design arp_spoofing_detector

set clk_period 23.8
set clk_io_pct 0.2

create_clock -name clk0 -period $clk_period [get_ports {clk}]

set non_clock_inputs [all_inputs -no_clocks]
set_input_delay [expr $clk_period * $clk_io_pct] -clock clk0 $non_clock_inputs
set_output_delay [expr $clk_period * $clk_io_pct] -clock clk0 [all_outputs]
### /design/flow/design.v
module arp_spoofing_detector (
    input wire clk,
    input wire rst_n,
	input [1:0] rxd,
    output reg alert,             					 
	output  reg [31:0] ip_addr_export,           	 
    output  reg [47:0] mac_addr_export, 		 		 
	input wire data_capture
);
	parameter [2:0] IDLE=3'b000, IP_state=2'b001, MAC_state=3'b010, TYPE =3'b011, CHECK=3'b100;
	reg [2:0] state;
	reg [31:0] ip_addr;
	reg [47:0] mac_addr;
    reg [31:0] ip_table [0:50];     
    reg [47:0] mac_table [0:50];    
	reg [7:0] positional_timer;
	reg [15:0] type;
	reg flag = 0;
    integer i = 0;
    always @(posedge clk or negedge rst_n) 
	begin
        if (!rst_n)
			begin
            	for (i = 0; i < 51; i = i + 1)
					begin
                		ip_table[i] <= 32'b0;
                		mac_table[i] <= 48'b0;
            		end
				ip_addr_export <= 32'b0;
				mac_addr_export <= 48'b0;
				ip_addr <= 32'b0;
				mac_addr <= 48'b0;
            	alert <= 1'b0;
				state<=IDLE;
				positional_timer<=0;
				type<=16'b0;
				flag <= 0;
        	end
			else
				begin
					if (data_capture) 
						begin
							case(state)
								IDLE:
									begin	
										if(positional_timer<8'd100)
											begin
												positional_timer<=positional_timer+2'd2;
											end
										else
											begin
												mac_addr<={mac_addr[45:0],rxd};
												state<=MAC_state;
												positional_timer<=0;
											end
									end
								MAC_state:
									begin
										positional_timer<=positional_timer+2'd2;
										if (positional_timer<=8'd46)
											begin
												mac_addr<={mac_addr[45:0],rxd};
											end
										else
											begin
												type<={type[13:0],rxd};
												state<=TYPE;
												positional_timer<=0;
											end
									end
								TYPE:
									begin
										positional_timer<=positional_timer+2'd2;
										if(positional_timer<=8'd12)
											begin
												type<={type[13:0],rxd};
											end
										else if(type==16'h0806)
											begin
												state<=IP_state;
												positional_timer<=0;
											end
										else
											begin
												state<=IDLE;
												positional_timer<=0;
											end 
									end
								IP_state: 
									begin
										positional_timer<=positional_timer+2'd2;
										if(8'd110<=positional_timer && positional_timer<=8'd140)
											begin
												ip_addr<={ip_addr[29:0],rxd};
											end
										else if(positional_timer<8'd110)
											begin
											end
										else
											begin
												state<=CHECK;
												positional_timer<=0;
											end
									end
								CHECK:
									begin
										flag <= 1;
										if(!flag)
											begin
												for (i = 0; i < 51; i = i + 1) 
													begin
														if (ip_table[i] == ip_addr) 
															begin
															if (mac_table[i] != mac_addr)
																begin
																	alert <= 1'b1;   
																	ip_addr_export <= ip_addr;
																	mac_addr_export <= mac_addr;
																end
															end 
															else if (ip_table[i] == 32'b0) 
																begin
																	ip_table[i] <= ip_addr;
																	mac_table[i] <= mac_addr;
																end
													end
											end
									end
							endcase
						end
						else
							begin
								flag <= 0; 
								state<=IDLE;
								positional_timer<=0;
							end
				end
	end
endmodule
### /design/flow/run.sh
#!/bin/bash
# OpenROAD 26Q1-2900-gdf79404cd8, Yosys 0.63+post, stock flow scripts
make -C /OpenROAD-flow-scripts/flow DESIGN_CONFIG=/design/flow/config.mk WORK_HOME=/design/flow/orfs finish
==> job_summary.md <==
## Synthesis and layout report

| Metric | Value |
|---|---|
| Leftover overflow at the end of global routing | 0 |
| Number of register bits inferred by synthesis | 4270 |
| Number of failing hold endpoints at the final stage | 0 |
| Synth area leaders | sky130_fd_sc_hd__dfrtp_1 52%, sky130_fd_sc_hd__mux2_2 12%, sky130_fd_sc_hd__xnor2_1 12%, sky130_fd_sc_hd__a21o_1 6.0%, sky130_fd_sc_hd__xor2_1 6.0% |
| Boundary pin count | 86 |
| Number of buffer cells added on primary ports | 85 |
| Highest Clock Rate | 113 MHz |
| Static power due to leakage | 0.126 uW |
| Post-cts repair resize count | 0 |
| DIE HEIGHT | 717 um |
| Number of sinks driven by the clock tree | 4270 |
| Category of the worst setup path capture point | async pin |
| Post-synth EDFFs | 0 |
| Stage-log warning count | 56 |
| Slowest library cell on the worst path | sky130_fd_sc_hd__buf_4 |
| Dominant flop cell | sky130_fd_sc_hd__dfrtp_1 |
| Drt total wl | 578 mm |
| Required time of the critical path | 24880 ps |
| Count of endpoints failing setup in the final report | 0 |
| Switching power | 3140 uW |
| Estimated wirelength of the detail-placed design | 353 mm |
| Post-synthesis cell count from yosys | 16800 |
| Sequence of cells on the critical path | buf_16 > buf_4 > buf_4 > buf_4 > buf_4 > buf_4 > buf_4 > buf_12 |
| Clock tree root buffer cell | sky130_fd_sc_hd__clkbuf_16 |
| Syn. warnings | 3 |
| Drt wl/cell | 24.5 um |
| Skew final | 38.8 ps |
| Startpoint Class | input pin |
| Power share of the clock group | 49.7% |
| Hold slack | 464 ps |
| Overall chip area | 514000 um2 |
| Violation count after the first detailed-route iteration | 8616 |
| Clock buffer count from CTS | 447 |
| Pre-Place Util | 40.2% |
| Top cells by count | 4269 x sky130_fd_sc_hd__dfrtp_1, 2689 x sky130_fd_sc_hd__xnor2_1, 2225 x sky130_fd_sc_hd__mux2_2 |
| Clock slew at the register clock pins of the worst setup and hold paths | 60 ps |
| Most frequent cell after synthesis | sky130_fd_sc_hd__dfrtp_1 |
| Total global routing track utilization | 23.7% |
| Endpoint arrival time on the critical path | 9920 ps |
| Seq share, synth | 52.3% |
| Largest stage delay on the critical path | 690 ps |
| Cell-internal power | 11600 uW |
| Netlist area before placement | 204000 um2 |
| Post-CTS Setup Inserts | 0 |
| Global-route wire length before repair | 877 mm |
| Period utilisation layout | 37.2% |
| Count of cell types in the netlist | 58 |
| Vias in the first global route | 130000 |
| Maximum number of pins on one net before global-route repair | 128 |
| Max Fanout on Critical Path | 118 |
| Share of final-layout standard cells stronger than drive strength 1 | 22.1% |
| TritonCTS clock tree | built |
| Final Max-Slew Violation Tally | 0 |
| 1st-pass router iterations | 7 |
| Run status | completed |
| Final critical path time including I/O delays and setup | 8840 ps |
| Worst-Margin Slew | 903 ps |
| Setup total negative slack | 0 ps |
| Async set-or-reset flop fraction in the synthesized netlist | 100% |
| Avg Inst Size Synth | 12.1 um2 |
| Area growth from synthesis to layout | 11.4% |
| Unrepaired setup endpoints after global routing | no |
| Routed vias | 128000 |
| Core Area | 509000 um2 |
| Hold Path Class | flop to flop |
| Dominant cell area share | 52.3% |
| Detailed-route vias per instance | 5.42 |
| Most frequent cell on the critical path | sky130_fd_sc_hd__buf_4 |
| Switching power as a share of total power | 21.3% |
| Worst IR Drop VDD | 0.0708 mV |
| Number of rows created at floorplan | 262 |
| Sequential share of power | 49.2% |
| Power density relative to cell area | 64.8 nW/um2 |
| Maximum buffer depth of the clock tree | 4 |
| Dominant cell type by area after synthesis | sky130_fd_sc_hd__dfrtp_1 |
| Relative contribution of combinational cells to total power | 1.1% |
| Post-placement cell count | 22800 |
| Initial antenna violation count | 25 |
| Post-route non-filler standard cell count | 23600 |
| Area reported by Yosys stat | 204000 um2 |
| H-tree levels | 5 |
| Critical setup path kind | input pin to async pin |
| Latency at later pin | 1020 ps |
| MaxCap Viol Count | 0 |
| Post-cts hold buffer count | 0 |
| Count of unresolved DRC violations after routing | 0 |
| Total Power Consumption | 14800 uW |
| ANT nets after route | 0 |
| Die extent in x | 717 um |
| Synthesized instance count | 16800 |
| Gpl congestion | 0.860 |
| Normalized max-slew margin | 39.6% |
## worst max-delay path, delay by kind of cell
kind / cells / cell delay [ps]
buffers and inverters: 8 / 4690
## cell families (layout without fill, tap and decap cells)
| kind of cell | count (synthesis) | after routing | share of synthesized area (%) |
|---|---|---|---|
| xor gates and xnor gates | 4081 | 4081 | 17.5 |
| adders and majority gates | 1 | 1 | 0.00612 |
| muxes | 2286 | 2286 | 12.7 |
| AOI/OAI and AO/OA | 1710 | 1710 | 6.27 |
| and+or+nand+nor | 3041 | 3041 | 7.92 |
| other | 0 | 6 | 0 |
| DFF | 4270 | 4270 | 52.3 |
| buffers and inverters | 1438 | 1478 | 3.31 |
## cell type report
| type | instances | area [um2] |
|---|---|---|
| clock buffer | 709 | 14000 |
| antenna | 6 | 15.0 |
| multi-input combinational | 11100 | 91100 |
| clock inverter | 123 | 1520 |
| sequential | 4270 | 107000 |
| timing repair buffer | 641 | 5340 |
| inverter | 5 | 18.8 |
| fill | 45700 | 281000 |
| tap | 6732 | 8420 |
## stage by stage
stage | setup WS (ps) | cell area, um2 | util, %
final | 14960 | 228000 | 44.7
after global routing | 14310 | 228000 | 44.7
after CTS | 14840 | 228000 | 44.7
after detailed placement | 13750 | 212000 | 41.7
after global placement | 13810 | 212000 | 41.7
after floorplan | 16690 | 204000 | -
## state kept, by name, indices dropped and copies added, names as in the netlist
name,count
mac_table,2448
ip_table,1632
mac_addr,48
mac_addr_export,48
ip_addr,32
ip_addr_export,32
type,16
positional_timer,7
state,5
alert,1
flag,1
## worst paths after layout
| check | slack [ps] | to | start | depth (start not counted) |
|---|---|---|---|---|
| setup / recovery | 14960 | mac_table[41][34] | rst_n | 8 |
| hold / removal | 460 | alert | alert | 1 |
| setup reg to reg | 16490 | mac_addr_export[18] | mac_addr[30] | 13 |
| hold reg to reg | 460 | alert | alert | 1 |
| max in group clk0 | 15190 | mac_table[8][31] | data_capture | 11 |
| min in group asynchronous | 3700 | ip_table[32][18] | rst_n | 1 |
## power groups by stage
stage / registers [uW] / clock network, uW / logic, uW
4_1_cts: 7260 / 7480 / 171
5_1_grt: 7260 / 7760 / 191
6_report: 7260 / 7330 / 159
## placed cells by master, fill, tap and decap left out, drive strengths merged, types with 14 or more instances in the layout
cell and n:
nor3 24, bufinv 29, nand3 68, clkdlybuf4s50 84
xor2 1392, o21ai 14, nor4 939, buf 557
nor2 26, a21o 1632, clkinv 74, nand2 1112
mux2 2286, inv 16, nor4b 40, nand4 813
clkbuf 709, xnor2 2689, a31oi 19, dfrtp 4269
## layer usage
layer,vias up,routed length [um],GRT usage (%)
met5,-,23,0
met4,4,13800,4.65
met3,766,43300,6.75
met2,2764,261000,35.3
met1,66900,260000,36.1
li1,57400,-,-
Power and IR drop assume default switching activity.
