**flow/run.sh**
```bash
#!/bin/bash
# OpenROAD 26Q1-2900-gdf79404cd8, Yosys 0.63+post, stock flow scripts
make -C /OpenROAD-flow-scripts/flow DESIGN_CONFIG=/design/flow/config.mk WORK_HOME=/design/flow/orfs finish
```
**flow/config.mk**
```make
export PLATFORM = sky130hd
export DESIGN_NAME = port_scanning_check
export DESIGN_NICKNAME = port_scanning_check
export VERILOG_FILES = /design/flow/design.v
export SDC_FILE = /design/flow/constraint.sdc
export NUM_CORES = 4
export LEC_CHECK = 1
export CORE_UTILIZATION = 50
```
**flow/constraint.sdc**
```tcl
current_design port_scanning_check

set clk_period 27.1
set clk_io_pct 0.2

create_clock -name clk0 -period $clk_period [get_ports {clk}]

set non_clock_inputs [all_inputs -no_clocks]
set_input_delay [expr $clk_period * $clk_io_pct] -clock clk0 $non_clock_inputs
set_output_delay [expr $clk_period * $clk_io_pct] -clock clk0 [all_outputs]
```
**flow/design.v**
```verilog
module port_scanning_check (
    input   wire clk,
    input   wire rst_n,
    input   wire [1:0] rxd,
    output  reg alert,                            
    output  reg [31:0] ip_addr_export,            
    output  reg [47:0] mac_addr_export,           
    output  reg [15:0] port_export,                
	input wire data_capture
);
    parameter IDLE = 3'b0,MAC_state=3'b001, IP_state = 3'b010, PORT_State = 3'b011, TYPE =3'b100, CHECK = 3'b101;  
    parameter Empty = 16'b0;
    parameter SCAN_THRESHOLD = 5;        
    reg [31:0] ip_tracker [0:50];       
    reg [31:0] ip_addr;                  
    reg [47:0] mac_addr;                 
    reg [15:0] port;                     
    reg [79:0] port_instance [0:50];    
    reg [2:0] state;                     
    reg [7:0] positional_timer;          
    integer i = 0;
    reg [27:0] timed_reset;              
	reg [15:0] type;
    reg flag = 0;
    reg found = 0;
    always @(posedge clk or negedge rst_n) 
    begin
        if (!rst_n) 
        begin
            for (i = 0; i < 50; i = i + 1) 
                begin 
                    ip_tracker[i] <= 32'b0;  
                    port_instance[i] <= 80'b0;   
                end
            ip_addr_export <= 32'b0;
            mac_addr_export <= 48'b0;
            ip_addr <= 32'b0;
            mac_addr <= 48'b0;
            port <= 16'b0;
            port_export <= 16'b0;
			positional_timer<=8'b0;
            alert <= 1'b0;
            state<=IDLE;
            timed_reset<=27'b0;
            type<=16'b0;
            flag <= 0;
        end 
        else 
            begin
                timed_reset <= timed_reset+1'b1;
                if (data_capture) 
                    begin
                        case(state)
                            IDLE:
                                begin	
                                    if(positional_timer<8'd100)
                                        begin
                                            positional_timer<=positional_timer+2'd2;
                                        end
                                    else
                                        begin
                                            state<=MAC_state;
                                            positional_timer<=8'b0;
                                        end
                                end
                            MAC_state:
                                begin
                                    positional_timer<=positional_timer+2'd2;
                                    if(positional_timer<=8'd46)
                                        begin
                                            mac_addr<={mac_addr[45:0],rxd};
                                        end
                                    else
                                        begin
                                            type<={type[13:0],rxd};
                                            state<=TYPE;
                                            positional_timer<=0;
                                        end
                                end
                            TYPE:
                                begin
                                    positional_timer<=positional_timer+2'd2;
                                    if(positional_timer<=8'd12)
                                        begin
                                            type<={type[13:0],rxd};
                                        end
                                    else if(type==16'h0800)
                                        begin
                                            state<=IP_state;
                                            positional_timer<=0;
                                        end
                                    else
                                        begin
                                            state<=IDLE;
                                            positional_timer<=0;
                                        end 
                                end
                            IP_state: 
                                begin
                                    positional_timer<=positional_timer+2'd2;
                                    if(8'd94<=positional_timer && positional_timer<=8'd124)
                                        begin
                                            ip_addr<={ip_addr[29:0],rxd};
                                        end
                                    else if(positional_timer<8'd94)
                                        begin
                                        end
                                    else
                                        begin
                                            state<=PORT_State;
                                            positional_timer<=0;
                                        end
                                end
                            PORT_State:
                                begin
                                    positional_timer<=positional_timer+2'd2;
                                    if(8'd46<=positional_timer && positional_timer<=8'd60)
                                        begin
                                            port<={port[13:0],rxd};
                                        end
                                    else if (positional_timer<8'd46)
                                        begin
                                        end
                                    else
                                        begin
                                            state<=CHECK;
                                            positional_timer<=0;
                                            found = 0;  
                                        end
                                end
                            CHECK:
                                begin
                                    flag <= 1;
                                    if (!flag)
                                        begin
                                            for (i = 0; i < 50 ; i = i + 1) 
                                            begin
                                                    begin
                                                        if(ip_addr==ip_tracker[i])
                                                            begin
                                                            found = 1;
                                                                if (port_instance[i][15:0] == port  || 
                                                                    port_instance[i][31:16] == port || 
                                                                    port_instance[i][47:32] == port || 
                                                                    port_instance[i][63:48] == port || 
                                                                    port_instance[i][79:64] == port) 
                                                                    begin
                                                                        alert <= 0;
                                                                    end
                                                                else
                                                                    begin
                                                                        port_instance[i]<={port_instance[i][63:0],port};
                                                                        if(port_instance[i][79:64]!=Empty)
                                                                            begin
                                                                                alert <= 1'b1;   
                                                                                ip_addr_export <= ip_addr;
                                                                                mac_addr_export <= mac_addr;
                                                                                port_export <= port;
                                                                            end
                                                                    end
                                                            end
                                                        else if(ip_tracker[i] == 32'b0 && !found) 
                                                            begin
                                                                found = 1;
                                                                ip_tracker[i] <= ip_addr;
                                                                port_instance[i]<={64'b0,port};
                                                            end
                                                    end
                                            end
                                        end
                                end
                        endcase
                    end
                else
                    begin
                        flag<=0;
                        state<=IDLE;
                        positional_timer<=0;
                    end
                if(timed_reset>27'h07735940)
                    begin
                        for (i = 0; i < 50; i = i + 1) 
                            begin 
                                ip_tracker[i] <= 32'b0;  
                                port_instance[i] <= 80'b0;   
                            end
                        timed_reset<=27'b0;
                    end
            end         
    end
endmodule
```
==> flow_summary.json <==
{
  "crit_chain": "buf_16 -> buf_4 -> buf_4 -> buf_4 -> buf_4 -> buf_4 -> buf_4 -> buf_4 -> buf_4",
  "final_util_pct": 55.2,
  "worstPathRequired_ps": 28250,
  "drc_errors": 0,
  "hold_class": "flop to flop",
  "dp_hpwl_um": 671000,
  "cts_root_buf": "clkbuf_16",
  "chipArea_um2": 595000,
  "place_ws_ps": 15530,
  "layout-drive-gt1-share_pct": 9.55,
  "r2r_start": "port[0]",
  "setup_viol": 0,
  "cp.arrival_ps": 11380,
  "core_region_area_um2": 590000,
  "tritoncts": "yes",
  "htree_num_levels": 6,
  "switching_power_mw": 4.49,
  "status": "finished clean",
  "maxSlewHeadroom_pct": 10.8,
  "lay_top_cells": "dfrtp_1 (5802), xor2_1 (2939), xnor2_1 (2682)",
  "syn-cell-area_um2": 296000,
  "warnings": 76,
  "drt_iter0_markers": 19900,
  "period_needed_ps": 10230,
  "fp_util_pct": 50.2,
  "worstSetupEndpointType": "asynchronous set/reset pin",
  "ant_nets": 0,
  "cp_num_buf_inv": 9,
  "p_leak_nw": 158,
  "cts_buffers": 647,
  "setup_ws_ps": 16870,
  "finalWirelength_um": 1020000,
  "crit_start": "rst_n",
  "numPortBuffers": 101,
  "die_y_um": 771,
  "slew_viol_final": 0,
  "cp_top_family": "buffers and inverters",
  "ys_seq_share_pct": 49.5,
  "final_cells": 36200,
  "fin_skew_ps": 90.6,
  "postCtsSetupBuffers": 0,
  "internal-power_mw": 14.1,
  "edf_count": 1,
  "clkTransAtPathRegs_ps": 60,
  "vias_per_cell": 6.13,
  "top_cell_area_share_pct": 49.5,
  "power.total_mw": 18.6,
  "layout.cells.most_common": "dfrtp_1",
  "avgRoutedWirePerCell_um": 28.1,
  "finalSetupTns_ps": 0,
  "critPathMaxStageDelay_ps": 720,
  "p_comb_share_pct": 4.7,
  "min_from": "ip_addr_export[3]",
  "rsz0062_at_grt": "no",
  "synth.yosys.warnings": 3,
  "die_w_um": 771,
  "power_frac_clock_pct": 48.2,
  "yosys_area_um2": 296000,
  "path_class": "primary input to asynchronous set/reset pin",
  "ys_types": 108,
  "grt_pass1_wl_um": 1510000,
  "dpl.cell_count": 35100,
  "drt-pass1-iter-count": 6,
  "yosys.area.top_type": "dfrtp_1",
  "area_growth_pct": 9.87,
  "antenna_found_initial": 48,
  "area_leaders": "dfrtp_1 (49%), xor2_1 (8.7%), xnor2_1 (7.9%)",
  "synth_flops": 5852,
  "sw_frac_of_total_pct": 24.1,
  "seq_power_share_pct": 47.1,
  "grt_pass1_vias": 220000,
  "p_per_area_nw_per_um2": 57.3,
  "hold_viol": 0,
  "clk_path_buf_depth": 4,
  "start_kind": "primary input",
  "grt_overflow": 0,
  "cp_common_cell": "buf_4",
  "grt_max_degree": 163,
  "rows": 282,
  "via_count": 222000,
  "max_freq_ghz": 0.0977,
  "fin_crit_sh_pct": 37.8,
  "cts_hold_buf": 0,
  "cts_resized": 0,
  "gp_congestion": 1.02,
  "max_cap_violations": 0,
  "cp_max_fo": 66,
  "peakVddDrop_mv": 0.0702,
  "ys_cells": 28600,
  "cts_sinks": 5852,
  "synth-main-ff-cell": "dfrtp_1",
  "syn_area_per_cell_um2": 10.4,
  "worst_slew_pin_slew_ps": 1330,
  "async_reset_ff_share_pct": 100,
  "clock_latency_ps": 1160,
  "grt_use_total_pct": 35.8,
  "ioPinCount": 102,
  "synthCells": 28600,
  "slowest_stage": "buf_4"
}
per-stage QoR:
step           area, um2  hold WS (ps)
3_3_place_gp      304000           481
4_1_cts           325000           483
2_1_floorplan     296000           439
3_5_place_dp      304000           484
6_report          325000           496
5_1_grt           325000           501
registers in the layout (all words and copies together), names as in the netlist:
name              flops
state                 6
ip_addr_export       32
mac_addr_export      48
flag                  1
ip_tracker         1600
alert                 1
type                 16
mac_addr             48
timed_reset          28
ip_addr              32
found                 1
positional_timer      7
port_export          16
port_instance      4000
port                 16
worst reg2reg max path, delay by kind of cell, from the launching register on:
family | cells | cell delay [ps]
xor+xnor | 1 | 220
flops | 1 | 780
compound gates | 2 | 510
buf+inv | 7 | 3890
simple gates | 9 | 3600
cell usage after synthesis, drive strengths merged (19+ instances only):
master / number
a211oi: 19
a21oi: 1882
a22o: 2243
a31o: 72
a31oi: 107
and2: 187
and3: 132
and4: 45
buf: 895
clkbuf: 1432
dfrtp: 5850
inv: 184
mux2: 408
mux2i: 485
nand2: 1707
nand2b: 94
nand3: 1063
nand4: 1077
nor2: 2010
nor2b: 79
nor3: 143
nor3b: 19
nor4: 1590
nor4b: 20
o21ai: 826
o31ai: 28
or2: 36
or3: 41
or4: 29
xnor2: 2683
xor2: 2939
kinds of logic (layout without fill, tap and decap cells):
kind of cell	after synthesis	in the layout	share of synthesized area, %
DFF	5852	5852	49.5
muxes	893	893	3.19
xor gates and xnor gates	5622	5622	16.6
AOI/OAI and AO/OA	5344	5344	12.3
adders and majority gates	3	3	0.0127
and+or+nand+nor	8324	8324	14.1
other	1	22	0.00127
buffers and inverters	2511	2375	4.28
layout make-up:
type / instances / area, um2
repair buffers: 1029 / 8330
fillers: 49800 / 264000
clock inverters: 187 / 2500
inverters: 184 / 691
clock buffers: 975 / 19100
well taps: 7810 / 9770
multi-input cells: 20200 / 138000
flip-flops and latches: 5852 / 147000
diodes: 21 / 52.6
routing by layer:
metal | up-vias | wire length [um] | GRT usage, % | share of wire (%)
met5 | - | 609 | 0.362 | 0.060
met4 | 46 | 48800 | 13.2 | 4.8
met3 | 1947 | 108000 | 13.3 | 11
met2 | 8231 | 439000 | 49.7 | 43
met1 | 112000 | 422000 | 53.6 | 41
li1 | 99900 | - | - | -
power by group through the flow:
stage	sequential [mW]	combinational [mW]	clock, mW
finish	8.79	0.867	8.98
global route	8.78	0.938	9.44
CTS	8.78	0.867	9.12
worst paths after layout:
kind | endpoint | slack [ps] | cells after the start
min reg2reg | ip_addr_export[3] | 500 | 1
max reg2reg | port_export[0] | 17980 | 19
min in group asynchronous | port_instance[44][27] | 4170 | 1
min | ip_addr_export[3] | 500 | 1
max in group clk0 | port_instance[14][43] | 17710 | 13
max | port_instance[29][9] | 16870 | 9
No activity file was given, so power comes from the tool's default toggle rates.
