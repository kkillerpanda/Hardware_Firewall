File: flow/config.mk
export PLATFORM = sky130hd
export DESIGN_NAME = ddos_check
export DESIGN_NICKNAME = ddos_check
export VERILOG_FILES = /design/flow/design.v
export SDC_FILE = /design/flow/constraint.sdc
export NUM_CORES = 4
export LEC_CHECK = 1
export CORE_UTILIZATION = 30
File: flow/constraint.sdc
current_design ddos_check

set clk_period 26.0
set clk_io_pct 0.2

create_clock -name clk0 -period $clk_period [get_ports {clk}]

set non_clock_inputs [all_inputs -no_clocks]
set_input_delay [expr $clk_period * $clk_io_pct] -clock clk0 $non_clock_inputs
set_output_delay [expr $clk_period * $clk_io_pct] -clock clk0 [all_outputs]
File: flow/design.v
module ddos_check (
    input wire clk,
    input wire rst_n,
    input wire [1:0] rxd,
    output reg alert,                 
    output  reg [31:0] ip_addr_export,            
    output  reg [47:0] mac_addr_export,           
    output  reg [15:0] port_export,                
	input wire data_capture
);
    parameter IDLE = 3'b0,MAC_state=3'b001, IP_state = 3'b010, PORT_State = 3'b011,TYPE =3'b100, CHECK = 3'b101;
    parameter DDoS_THRESHOLD = 100 ;  
	reg [2:0] state;
    reg [31:0] ip_addr;
    reg [47:0] mac_addr;
    reg [15:0] port;
    reg [31:0] ip_table [0:50];
    reg [6:0] ip_packet_count [0:50];  
    reg [26:0] last_checked_time;    
	reg [7:0] positional_timer;
    reg [15:0] type;
    reg flag = 0;
    integer i = 0;
    always @(posedge clk or negedge rst_n) begin
        if (!rst_n) begin
            for (i = 0; i < 50; i = i + 1) 
                begin
                    ip_packet_count[i] <= 7'b0;  
                    ip_table[i] <= 32'b0;
                end
            last_checked_time <= 27'b0;
            alert <= 1'b0;
            state<=IDLE;
            positional_timer<=0;
            type<=16'b0;
            flag <= 0;
            ip_addr_export <= 32'b0;
            mac_addr_export <= 48'b0;
            ip_addr <= 32'b0;
            mac_addr <= 48'b0;
            port <= 16'b0;
            port_export <= 16'b0;
        end 
        else 
            begin
                last_checked_time<=last_checked_time+1'b1;
		        if(data_capture)
                    begin
						case(state)
							IDLE:
								begin	
									if(positional_timer<8'd100)
										begin
											positional_timer<=positional_timer+2'd2;
										end
									else
										begin
                                            mac_addr<={mac_addr[45:0],rxd};
											state<=MAC_state;
											positional_timer<=0;
										end
								end
                            MAC_state:
                                begin
                                    positional_timer<=positional_timer+2'd2;
                                    if(positional_timer<=8'd46)
                                        begin
                                            mac_addr<={mac_addr[45:0],rxd};
                                        end
                                    else
                                        begin
                                            type<={type[13:0],rxd};
                                            state<=TYPE;
                                            positional_timer<=0;
                                        end
                                end
                            TYPE:
                                begin
                                    positional_timer<=positional_timer+2'd2;
                                    if(positional_timer<=8'd12)
                                        begin
                                            type<={type[13:0],rxd};
                                        end
                                    else if(type==16'h0800)
                                        begin
                                            state<=IP_state;
                                            positional_timer<=0;
                                        end
                                    else
                                        begin
                                            state<=IDLE;
                                            positional_timer<=0;
                                        end     
                                end                                
							IP_state: 
								begin
									positional_timer<=positional_timer+2'd2;
									if(8'd94<=positional_timer && positional_timer<=8'd124)
										begin
											ip_addr<={ip_addr[29:0],rxd};
										end
									else if (positional_timer<8'd94)
                                        begin
                                        end
                                    else
										begin
											state<=PORT_State;
											positional_timer<=0;
										end
								end
                            PORT_State:
                                begin
                                    positional_timer<=positional_timer+2'd2;
                                    if(8'd46<=positional_timer && positional_timer<=8'd60)
                                        begin
                                            port<={port[13:0],rxd};
                                        end
                                    else if (positional_timer<8'd46)
                                        begin
                                        end
                                    else
                                        begin
                                            state<=CHECK;
                                            positional_timer<=0;
                                        end
                                end
							CHECK:
								begin
                                    flag <= 1;
                                    if (!flag)
                                        begin
                                            for (i = 0;i < 50 ;i=i+1'b1 )
                                                begin
                                                    if (ip_table[i]==ip_addr)
                                                        begin
                                                            ip_packet_count[i]<=ip_packet_count[i]+1'b1;
                                                            if (ip_packet_count[i] > DDoS_THRESHOLD) 
                                                                begin
                                                                    alert <= 1'b1;  
                                                                    ip_addr_export <= ip_addr;
                                                                    mac_addr_export <= mac_addr;
                                                                    port_export <= port;
                                                                end 
                                                            else 
                                                                begin
                                                                    alert <= 1'b0;  
                                                                end
                                                        end
                                                    else if(ip_table[i]==32'b0)
                                                        begin
                                                            ip_table[i] <= ip_addr;
                                                        end
                                                end
                                        end
                                end
                        endcase
                    end
                    else
                        begin
                            state<=IDLE;
                            flag <= 0;
                            positional_timer<=0;
                        end
                if(last_checked_time>27'h07735940)
                    begin
                        for (i = 0; i < 50; i = i + 1) 
                            begin
                                ip_packet_count[i] <= 7'b0;  
                                ip_table[i] <= 32'b0;
                            end
                        last_checked_time <= 27'b0;
                    end
            end
    end
endmodule
File: flow/run.sh
#!/bin/bash
# OpenROAD 26Q1-2900-gdf79404cd8, Yosys 0.63+post, stock flow scripts
make -C /OpenROAD-flow-scripts/flow DESIGN_CONFIG=/design/flow/config.mk WORK_HOME=/design/flow/orfs finish
==> ci_impl_report.md <==
## Implementation flow summary

| Metric | Value |
|---|---|
| Dpl cells | 14060 |
| Post-DP Area | roughly 0.12 mm2 |
| H-tree levels | 4 |
| Most frequent logic cell in the layout | dfrtp_1 |
| Endpoints failing setup | 0 |
| Worst Setup Path Type | in2async |
| Period utilization | 0.3719 |
| Top-Level Pins | 102 |
| Startpoint type of the worst setup path | primary input |
| Clk ins delay skew pair | 0.92 ns |
| Final non-filler cell total | 14510 |
| Tmin final | 9.670 ns |
| CTS root buf | clkbuf_16 |
| Worst-path maximum fanout | roughly 120 |
| Hold WC Path Type | reg2reg |
| Routed WL | 370.4 mm |
| RePlAce Congestion | 0.9098 |
| Seq/Total Area, Yosys | 0.4916 |
| Global route overflow | 0 |
| Fmax | 103.4 MHz |
| Top FF cell, synth | dfrtp_1 |
| Ys Warns | 3 |
| Post-DRT Antenna Nets | 0 |
| Number of enable flip-flop cells | 0 |
| Number of global-route vias before repair | 75840 |
| RSZ-0062 raised after global routing | no |
| Unique cell type count in the Yosys netlist | roughly 77 |
| Max Cap Viol | 0 |
| Clk buf depth | 3 |
| Status | complete, no violations |
| FP Rows | 223 |
| Synth async-reset ratio | 1.000 |
| Synth Cell Area | approximately 0.11 mm2 |
| Power Dens Cells | approximately 57 mW/mm2 |
| Fin area | 0.1263 mm2 |
| Post-Route Setup TNS | 0 ns |
| Fp_density | 0.3024 |
| Peak VDD IR | 0.00006040 V |
| Yosys chip area | ~0.11 mm2 |
| Relative slew slack | 0.1659 |
| 1st-iter DRT viols | slightly below 6000 |
| Most frequent cells in the layout | 2167 x dfrtp_1, 1772 x mux2_2, 1433 x xnor2_1, 562 x nor4_1, 474 x nand4_1 |
| PostCTS Resize Cnt | 0 |
| Port Buffers | 101 |
| Final Util | 0.3410 |
| Yosys Instances | about 9300 |
| Tool Warnings | about 100 |
| Largest net degree at the start of global routing | 142 |
| CP endpoint kind | asynchronous set/reset pin |
| Core area | 0.3703 mm2 |
| Clock transition at path regs | roughly 0.060 ns |
| CTS tree | built |
| Setup Skew | 0.07387 ns |
| Total Routing Usage GR | 0.2032 |
| Worst slew pin tran | 1.240 ns |
| DR vias | 75500 |
| CP arrival | 10.62 ns |
| Seq cells post-synth | 2200 |
| DPL Wire Length | between 200 and 250 mm |
| Post-CTS setup buffer count | 0 |
| CTS Buf Count | ~230 |
| Die area | about 0.38 mm2 |
| Initial antenna violation count | 15 |
| Fraction of layout cells with a size suffix above 1 | 0.2736 |
| Clk sink count | 2200 |
| Hold-fix buffers at CTS | 0 |
| Worst EP required | 26.95 ns |
| Final Max Tran Viols | 0 |
| First-pass GRT wire length | roughly 540 mm |
| Leak | 58.83 nW |
| Synth Area per Inst | 12.01 um2 |
| Endpoints failing hold | 0 |
| Drt first pass iters | 7 |
| Wire length per cell | 25.53 um |
| Die X | 613.0 um |
| Vias per cell | 5.203 |
| DRC violations left | 0 |
| Die Y | 613.0 um |
| Cells after synthesis | approximately 9300 |
| Area Overhead vs Synth | 12.75% |
## final cells by class
cell class	count	area, um2
well taps	4950	6193
clock inverters	99	1316
fillers	36240	244000
repair buffers	391	3331
multi-input cells	6396	52950
flip-flops and latches	2200	55170
clock buffers	339	6803
inverters	127	476.7
diodes	9	22.52
## through the flow
step	setup WS (ns)	hold slack, ns	power [mW]
after floorplan	18.73	0.4541	3.625
after global placement	15.24	0.4703	3.784
after detailed placement	15.27	0.4804	3.784
after CTS	16.22	0.4901	7.301
after global routing	15.60	0.5085	7.463
final	16.33	0.4892	7.246
## routing by layer
layer	track usage	wire (um)	up-vias
met5	0	85	-
met4	0.06977	16690	12
met3	0.08345	43100	878
met2	0.2929	159100	2982
met1	0.2809	151500	38770
li1	-	-	32850
## state kept, by name, summed over array words and instances, names as in the netlist
register,flops
alert,1
flag,1
ip_addr,32
ip_addr_export,32
ip_packet_count,350
ip_table,1600
last_checked_time,27
mac_addr,48
mac_addr_export,48
port,16
port_export,16
positional_timer,7
state,6
type,16
## logic make-up (layout without fill, tap and decap cells)
logic type      count (synthesis)  count (layout)  synth area share
simple gates                 2234            2234            0.1059
fa+ha+maj                     103             103           0.01151
flops                        2200            2200            0.4916
buf+inv                       731             956           0.03733
other cells                     0               9                 0
xor+xnor                     1906            1906            0.1495
compound gates                333             333           0.01984
mux                          1820            1820            0.1843
## Yosys cell counts (8+ instances only)
| cell | n | area [um2] |
|---|---|---|
| dfrtp_1 | 2199 | 55030 |
| mux2_2 | 1772 | 19950 |
| xnor2_1 | 1433 | 12550 |
| nor4_1 | 562 | 3516 |
| nand4_1 | 474 | 2965 |
| nor2_1 | 469 | 1760 |
| xor2_1 | 466 | 4081 |
| nand2_1 | 340 | 1276 |
| clkbuf_1 | 274 | 1028 |
| buf_6 | 163 | 1836 |
| inv_1 | 127 | 476.7 |
| buf_1 | 115 | 431.7 |
| nand3_1 | 108 | 540.5 |
| ha_1 | 103 | 1289 |
| o21ai_0 | 92 | 460.4 |
| a21oi_1 | 83 | 415.4 |
| nor3_1 | 70 | 350.3 |
| and3_1 | 51 | 319.1 |
| nor2b_1 | 42 | 262.8 |
| mux2_4 | 40 | 600.6 |
| and2_1 | 39 | 244.0 |
| o311ai_0 | 33 | 289.0 |
| buf_2 | 24 | 120.1 |
| buf_4 | 21 | 157.7 |
| or3_1 | 18 | 112.6 |
| o21a_1 | 17 | 127.6 |
| o2111a_1 | 12 | 135.1 |
| o2111ai_1 | 12 | 105.1 |
| o21ai_1 | 12 | 60.06 |
| o311a_1 | 12 | 120.1 |
| mux2i_1 | 8 | 80.08 |
## worst paths after layout
path / startpoint / end / slack [ns] / cells past startpoint
min in group asynchronous: rst_n / ip_table[40][26] / 4.21 / 1
hold / removal: last_checked_time[26] / last_checked_time[26] / 0.49 / 1
setup reg to reg: ip_addr[18] / mac_addr_export[7] / 19.63 / 16
max in group clk0: data_capture / ip_table[0][19] / 17.64 / 11
hold reg to reg: last_checked_time[26] / last_checked_time[26] / 0.49 / 1
setup / recovery: rst_n / ip_packet_count[14][6] / 16.33 / 8
## power by group
part / internal, mW / switching (mW)
Combinational: 0.0689 / 0.188
Clock: 2.05 / 1.48
Sequential: 3.44 / 0.0226
## critical path, stage by stage
cell	delay (ns)
buf_16	0.35
buf_4	0.64
buf_4	0.67
buf_4	0.67
buf_4	0.68
buf_4	0.68
buf_4	0.67
buf_4	0.67
No activity file was given, so power comes from the tool's default toggle rates.
